==> flow/run.sh <==
#!/bin/bash
# OpenROAD 26Q1-2900-gdf79404cd8, Yosys 0.63+post, stock flow scripts
make -C /OpenROAD-flow-scripts/flow DESIGN_CONFIG=/design/flow/config.mk WORK_HOME=/design/flow/orfs finish
==> flow/config.mk <==
export PLATFORM = sky130hd
export DESIGN_NAME = regFile
export DESIGN_NICKNAME = regFile
export VERILOG_FILES = /design/flow/design.v
export SDC_FILE = /design/flow/constraint.sdc
export NUM_CORES = 4
export LEC_CHECK = 1
export CORE_UTILIZATION = 50
==> flow/constraint.sdc <==
current_design regFile

set clk_period 13.4
set clk_io_pct 0.2

create_clock -name clk0 -period $clk_period [get_ports {clk}]

set non_clock_inputs [all_inputs -no_clocks]
set_input_delay [expr $clk_period * $clk_io_pct] -clock clk0 $non_clock_inputs
set_output_delay [expr $clk_period * $clk_io_pct] -clock clk0 [all_outputs]
==> flow/design.v <==
module regFile(
	input clk,				 
   input regWrite,		 
   input [4:0] rs1,		 
   input [4:0] rs2,		 
   input [4:0] rd,		 
   input [31:0] data,	 
   output reg [31:0] rv1,	 
   output reg [31:0] rv2	 
   );
	reg [31:0] registers [0:31];
	integer i;
	initial
		for (i=0;i<32;i=i+1)
			registers[i] = 0;
	always @(posedge clk) begin 
		rv1 <= registers[rs1];
		rv2 <= registers[rs2];
		if(regWrite && rd != 0) begin
			registers[rd] <= data;
			if(rs1 == rd)
				rv1 <= data;
			if(rs2 == rd)
				rv2 <= data;
		end
	end
endmodule
==> results_slide.txt <==
Key Metrics from the Run

Status
  • Status: finished, final reports clean

Cells and area
  • Share of post-route cells with drive strength above 1: about 12%
  • P&R area growth vs syn: 12.9%
  • Top Layout Cells: mux2i_1, edfxtp_1, a22oi_1

Clock network
  • Post-CTS setup buffer count: 0
  • Total CTS buffers: approximately 110
  • CTS sink count: 1088
  • CTS H-tree depth: 3
  • TritonCTS clock tree: yes
  • Clock-pin slew on the worst setup and hold paths: ~0.060 ns
  • CTS Hold Bufs: 0
  • Post-CTS sizing: 0
  • Clock buffer depth: 3
  • Clk latency late pin: 0.69 ns
  • Root Driver: clkbuf_16

Power and ir drop
  • Max rail drop VDD: between 0.09 and 0.1 mV
  • Final Power: between 7 and 8 mW
  • LEAKAGE: roughly 21 nW
  • Pwr per Cell Area: between 100 and 150 nW/µm²

Synthesis
  • Netlist Area Pre-Place: around 51000 µm²
  • Seq cells post-synth: around 1100
  • Synth warn: 1
  • Seq share, synth: about 63%
  • Mapped Cells: 3289
  • Distinct cell type count after synthesis: 32
  • Yosys stat area: just over 50000 µm²
  • Avg Cell Area, Syn: about 15 µm²
  • Ys cells: between 3000 and 4000

Timing
  • Maximum clock frequency: about 170 MHz
  • Fin. max-slew vios: 0
  • Final Skew: 0.0202 ns
  • Final setup viols: 0
  • Slew headroom: between 30% and 40%
  • Minimum clock period: around 6.0 ns
  • Hold Vio Cnt, Final: 0
  • Setup TNS Final: 0 ns
  • Worst-Margin Slew: between 0.9 and 1 ns
  • Tcrit/Tclk final: approximately 44%
  • RSZ-0062 raised after global routing: false

Min path
  • Hold path start: registers[8][27]$_DFFE_PP_
  • Hold EP: rv1[27]$_DFF_P_
  • Hold Path Class: flip-flop to flip-flop
  • Hold path depth: 4

Global route
  • First-pass GRT wire length: around 230000 µm
  • Total gr overflow: 0
  • Overall Global Routing Usage: between 30 and 40%
  • Initial antenna violation count: 4
  • Vias in the first global route: 32900
  • Pin count of the biggest net entering global routing: around 94

Setup path
  • Reg2Reg Depth: 5
  • Arrival @ worst endpoint: 6.53 ns
  • Worst-path fanout max: just over 90
  • R2R setup slack: between 10 and 15 ns
  • Critical path class: input pin to flip-flop
  • Worst EP required: roughly 14 ns
  • Worst setup EP type: flip-flop
  • FF-to-FF Start: registers[31][10]$_DFFE_PP_
  • RR Endpoint: rv1[10]$_DFF_P_
  • Crit path launch type: input pin

Job
  • Tool warning count: 26
  • Number of max-cap violations: 0

Drt
  • Total iterations of the first detailed-routing run: 5
  • WL/cell: 33.0 µm
  • DRC viols: 0
  • Antenna Violating Nets Remaining: 0
  • Initial DRC count: between 2000 and 2500
  • Vias: ~32000
  • DR vias/cell: approximately 6.5
  • Total wire length: about 160000 µm

Floorplanning
  • Num ports: between 100 and 150
  • Core area: between 100000 and 150000 µm²
  • Row Count: between 100 and 150
  • Die Width: between 300 and 400 µm
  • Fp util: roughly 50%
  • Chip area: between 100000 and 150000 µm²
  • Die height: between 300 and 400 µm

Placed design
  • Dpl hpwl: around 88000 µm
  • GPL Wtd Cong: around 0.86
  • PortBufs: 112
synth_stat cells (all sizes together):
cell | number | area [µm²]
or3b | 3 | 26.3
edfxtp | 1024 | 30700
a21oi | 128 | 641
xor2 | 4 | 35.0
or2 | 2 | 12.5
mux2i | 1024 | 10200
o41ai | 64 | 1040
buf | 131 | 993
a22oi | 256 | 1920
conb | 1 | 3.75
nand3 | 4 | 20.0
nor2 | 33 | 124
clkbuf | 139 | 567
dfxtp | 64 | 1280
nand2 | 66 | 248
nor4 | 2 | 42.5
nand3b | 5 | 37.5
or3 | 2 | 17.5
xnor2 | 6 | 52.6
o31ai | 1 | 21.3
nor2b | 4 | 25.0
nand2b | 4 | 25.0
a221oi | 128 | 1120
and2 | 2 | 12.5
o22ai | 64 | 400
a22o | 128 | 1120
state kept, by name (all words and copies together) (netlist names):
register	count
rv1	32
rv2	32
registers	1024
worst max-delay path, stage by stage:
cell and delay (ns):
buf_8 0.46, buf_12 0.56, buf_12 0.43, buf_4 0.71
mux2i_1 0.19, a22o_1 0.26, a221oi_1 0.24, o22ai_1 0.22
o41ai_2 0.35
how the worst max path moves through the flow:
stage	start	end	cells after the start
CTS	rs1[1]	rv1[25]$_DFF_P_	9
global route	rs2[1]	rv2[3]$_DFF_P_	9
finish	rs2[1]	rv2[3]$_DFF_P_	9
logic make-up after synthesis:
group | synth area share [%]
AND-OR/OR-AND | 12.3
XOR/XNOR | 0.172
buffers and inverters | 3.07
flip-flops | 63.1
multiplexers | 20.2
other | 0.00738
AND/OR/NAND/NOR | 1.16
layout make-up:
class                   instances  area (µm²)
clock buffers                 159        3220
diodes                          1        2.50
repair buffers                253        2240
clock inverters                56         523
flip-flops and latches       1088       32000
well taps                    1357        1700
fillers                      7462       43100
multi-input cells            1962       17600
power breakdown:
part | internal (mW) | leakage (nW) | switching (mW)
sequential | 3.79 | 9.79 | 0.0534
combinational | 0.277 | 9.18 | 0.411
clock | 1.85 | 1.84 | 1.28
through the flow:
stage,hold slack [ns],instances,worst slack [ns],util (%),area [µm²]
global route,0.880,4875,7.30,57.1,57300
floorplan,0.788,3320,8.09,-,50900
global placement,0.827,4660,6.87,53.3,53600
detailed placement,0.845,4660,6.84,53.3,53600
CTS,0.855,4875,7.57,57.1,57300
finish,0.855,4876,7.45,57.1,57300
metal layers:
layer	vias up	GRT usage, %	routed length (µm)
li1	13700	-	-
met5	-	0.662	58
met3	373	24.5	27400
met1	15600	42.9	53800
met4	6	11.3	7080
met2	2095	49.0	72600
No activity file was given, so power comes from the tool's default toggle rates.
