===== ./run.sh =====
#!/bin/bash
# OpenROAD 26Q1-2900-gdf79404cd8, Yosys 0.63+post, stock flow scripts
make -C /OpenROAD-flow-scripts/flow DESIGN_CONFIG=/design/flow/config.mk WORK_HOME=/design/flow/orfs finish

===== ./config.mk =====
export PLATFORM = sky130hd
export DESIGN_NAME = alu
export DESIGN_NICKNAME = alu
export VERILOG_FILES = /design/flow/design.v
export SDC_FILE = /design/flow/constraint.sdc
export NUM_CORES = 4
export LEC_CHECK = 1
export CORE_UTILIZATION = 40

===== ./constraint.sdc =====
current_design alu

set clk_period 11.9
set clk_io_pct 0.2

create_clock -name clk0 -period $clk_period [get_ports {clk}]

set non_clock_inputs [all_inputs -no_clocks]
set_input_delay [expr $clk_period * $clk_io_pct] -clock clk0 $non_clock_inputs
set_output_delay [expr $clk_period * $clk_io_pct] -clock clk0 [all_outputs]

===== ./design.v =====
module alu(
	input clk,
	input [31:0] a,
	input [31:0] b,
	input [3:0]  control,
	input [1:0] mux,				 
	output reg [31:0] immGen,
	output reg [31:0] result,
	output reg [1:0]  zero
	);
	always @(posedge clk) begin
		case(control)
			4'b0000: result <= a & b;
			4'b0001: result <= a | b;
			4'b0010: result <= a + b;
			4'b0110: result <= a - b;
			default: result <= 0;
		endcase
		if(result == 0)
			zero <= 1;					 
		else
			zero <= 0;					 
		immGen = 543254;				 
		if(mux == 1)
			result  <= a + immGen;	 
	end
endmodule

==> flow_summary.ini <==
; implementation run metrics
[timing]
hold_violations = 0
tightestPinTransition_ns = 0.8330
setup_slack_ns = 4.676
slew-limit-headroom_pct = 44.46
fmax_ghz = 0.1384
fin_crit_sh_pct = 60.70
final-setup-viol-count = 0
report.final.slew_viol_count = 0
rsz0062_at_grt = no
clock_skew_ns = 0.004711
finalSetupTns_ns = 0
min_period_ns = 7.224

[worst_setup_path]
worstPathRequired_ns = 12.06
critPathLaunch = control[0]
path_cells = clkdlybuf4s50_1 -> buf_4 -> nor2_1 -> and2_1 -> nand2_1 -> o21ai_0 -> inv_1 -> ha_1 -> nor2b_1 -> o31ai_1 -> a21oi_1 -> a31oi_1 -> o31ai_1 -> a211oi_1 -> o21a_1 -> mux2i_1 -> nand3_1
crit_buf_inv = 3
cp.arrival_ns = 7.38
startpoint_type = input port
critical_path_class = input port to register
critical_path.slowest_cell = and2_1
r2r_start = result[6]
cpMostUsedCell = o31ai_1
end_kind = register
path_depth = 17
crit_family = AND-OR/OR-AND gates
cp_max_fo = 34
crit_path_max_incr_delay_ns = 0.70
rr_worst_depth = 3

[floorplan]
dieWidth_um = 111.1
core_mm2 = 0.01152
fp-row-count = 39
die_y_um = 111.1
fp_util_pct = 41.37
ios = 137
die-area_mm2 = 0.01235

[layout]
final_common_cell = clkdlybuf4s50_1
syn_to_final_growth_pct = 24.16
nFillCells = 1101
finalNonFillerCells = 869
drive_gt1_share_pct = 2.893
layout.cells.most_common_list = clkdlybuf4s50_1, a21oi_1, nand2_1, nor2_1, xnor2_1
final_core_util_pct = 51.37

[clocking]
clkTransAtPathRegs_ns = 0.05
clock_path_buffers = 2
clockRootBuffer = clkbuf_16
cts_tree = built
cts.sinks = 33
post_cts_buffers = 0
hold_buffers = 0
cts_resized = 0
cts_htree_levels = 2
cts_buffers = 5
clock_latency_ns = 0.28

[synthesis]
synth-edff-count = 0
synth-async-reset-ratio_pct = 0
synth.area.top_cells = dfxtp_1, ha_1, xnor2_1, xor2_1, maj3_1
ys.flops = 33
yosys.area.top_type = dfxtp_1
syn-cell-area_mm2 = 0.004765
synth_cells = 641
ys.flop_type = dfxtp_1
yosys_cells = 641
synth_seq_share_pct = 13.87
ys_types = 60
synth_top_area_share_pct = 13.87
avgSynthCellArea_um2 = 7.433
yosys_area_mm2 = 0.004765
synth.yosys.warnings = 1

[global_routing]
antenna_found_initial = 0
grt_remaining_overflow = 0
grt_pass1_vias = 4610
grt_max_degree = 46
grt_pass1_wl_um = 24450
grtUsageTotal_pct = 25.25

[worst_hold_path]
min_path_cells = 3
worstHoldPathType = register to register
worstHoldStart = result[17]

[status]
outcome = completed

[routing]
vias = 4981
antennaDiodeCount = 0
drc = 0
drtPass1Iterations = 22
wl_per_cell_um = 17.50
drt-total-wl_um = 15200
drtAntennaViolNets = 0
drtIter0Drc = 243
via_per_inst = 5.732

[placed_design]
place_hpwl_um = 12100
port_buffers = 103
dp_slack_ns = 4.405
placed_cells = 861
gp_congestion = 0.9280

[run]
maxCapViolCount = 0
warnings = 27

[power_and_ir_drop]
p_per_area_mw_per_mm2 = 84.58
cellLeakagePower_nw = 2.381
ir_worst_vdd_mv = 0.03910
total_power_w = 0.0005004
[layer usage]
layer	vias to the layer above	track usage [%]	share of wire [%]
met5	-	0	0
met4	0	4.775	2.4
met3	19	3.400	7.2
met2	190	40.17	44
met1	2303	36.96	46
li1	2469	-	-
[worst min-delay path: stages (launching register included)]
cell,delay [ns]
dfxtp_1,0.33
nor4_1,0.06
nand4_1,0.06
nor2_1,0.04
[final timing paths]
kind	slack, ns	to
worst min register to register	0.54	zero[0]
worst max register to register	10.58	zero[0]
worst min-delay path	0.54	zero[0]
worst max-delay path	4.68	result[23]
[flip-flops by register name, summed over array words and instances, names as in the netlist]
register,flops
result,32
zero,1
[synth_stat cells, types with 2 or more instances]
library cell and instances:
buf_4 33, a21o_1 16, nand3_1 11, a31oi_1 10, and2_1 2, and3_1 9, clkbuf_1 25, inv_1 20
mux2i_1 3, o21a_1 3, o31ai_1 10, maj3_1 30, a221oi_1 18, o221ai_1 2, nand2b_1 6, nor2b_1 6
nand4_1 15, or3_1 8, xnor2_1 39, conb_1 2, nor4_1 11, nand2_1 48, nor2_1 43, a21oi_1 59
xor2_1 38, o21bai_1 5, o221a_2 2, o21ai_0 36, o211ai_1 5, a41oi_1 2, nor3_1 11, nor3b_1 2
a211oi_1 4, o31a_1 3, a211o_1 2, dfxtp_1 33, buf_1 4, ha_1 35, a22oi_1 9
[layout make-up]
cell class                 instances  area [µm²]  share of cell area [%]
sequential                        33       660.6                   11.17
multi-input combinational        557        3796                   64.17
clock buffer                       8       136.4                   2.305
timing repair buffer             108        1069                   18.06
inverter                          20       75.07                   1.269
tap                              143       178.9                   3.025
[stage by stage]
| step | hold WS, ns | instance area [µm²] |
|---|---|---|
| floorplan | 0.4546 | 4881 |
| global placement | 0.5266 | 5779 |
| detailed placement | 0.5240 | 5779 |
| CTS | 0.5461 | 5916 |
| global route | 0.5925 | 5916 |
| finish | 0.5378 | 5916 |
[cell families after synthesis]
group | count (synthesis) | synth area share, %
xor+xnor | 78 | 14.50
other cells | 2 | 0.1576
simple gates | 182 | 19.28
compound gates | 195 | 26.60
flops | 33 | 13.87
buf+inv | 82 | 9.060
fa+ha+maj | 66 | 15.91
mux | 3 | 0.6303
[power by group]
group	internal, W	switching [W]
clock	0.0000777	0.0000463
combinational	0.000119	0.000127
sequential	0.000123	0.00000697
total	0.000320	0.000181
